## flow/run.sh

```bash
#!/bin/bash
# OpenROAD 26Q1-2900-gdf79404cd8, Yosys 0.63+post, stock flow scripts
make -C /OpenROAD-flow-scripts/flow DESIGN_CONFIG=/design/flow/config.mk WORK_HOME=/design/flow/orfs finish
```

## flow/design.v

```verilog
module day8(
  		input wire  clk,
  		input wire  reset,
  output  reg [7:0] count_o
);
  always@(posedge clk)
    begin
      if (reset)
        count_o <= 8'h0;
      else
        count_o <= count_o + 8'h1;
    end
endmodule
```

## flow/constraint.sdc

```tcl
current_design day8

set clk_period 1.4
set clk_io_pct 0.2

create_clock -name clk0 -period $clk_period [get_ports {clk}]

set non_clock_inputs [all_inputs -no_clocks]
set_input_delay [expr $clk_period * $clk_io_pct] -clock clk0 $non_clock_inputs
set_output_delay [expr $clk_period * $clk_io_pct] -clock clk0 [all_outputs]
```

## flow/config.mk

```make
export PLATFORM = sky130hd
export DESIGN_NAME = day8
export DESIGN_NICKNAME = day8
export VERILOG_FILES = /design/flow/design.v
export SDC_FILE = /design/flow/constraint.sdc
export NUM_CORES = 4
export LEC_CHECK = 1
export CORE_AREA = 10 10 70 70
export DIE_AREA = 0 0 80 80
```

==> summary.txt <==
run results: Root Buffer=clkbuf_4, # DRC=0, hold_ws=0.4384 ns, FP Rows=21, # setup viols final=0, fin cells=94, Seq pwr share=54.2%, crit-path max FO=4, Crit. End Element=output port, most frequent cells after synthesis=dfxtp_1, nor2_1, a21oi_1, o21ai_0, or3_1, clk latency late pin=0.25 ns, Largest cells by area=dfxtp_1, or3_1, xnor2_1, post-layout power=441.7 uW, ANT cells=0, Post-synth seq share=52.67%, clk buf depth=2, Startpoint Class=flop, Top cell area share=52.67%, multi-input logic area=136.4 um^2, first-pass GRT wire length=1.221 mm, yosys stat area=304.0 um^2, tool warning count=25, initial drt markers=4, CTS tree=done, Post-Route WL=803 um, YS warnings=1, CTS sink count=8, Final Wtd Congestion=0.6654, antenna viol nets, final=0, total grt overflow=0, worst r2r src=count_o[0], flip-flops with a built-in enable=0, maximum VDD drop=0.5804 mV, Post-Syn Instances=33, max_slew headroom=80.20%, crit share post-route=96.56%, total CTS buffers=3, drt pass-1 iters=4, biggest regs=count_o: 8 flops, Hold Path Class=flop to flop, clk_skew=0.001281 ns, Port Buffer Count=9, fin crit period=1.352 ns, fmax=739.7 MHz, Post-Syn Area=304.0 um^2, Flop area=180.2 um^2, Synth Flop Type=dfxtp_1, Die Span X=80 um, largest net degree at the start of global routing=9, core footprint=3416 um^2, Via Count=280, Power Density=848.7 nW/um^2, final worst setup slack=0.04815 ns, Most flops, register=count_o, placed insts=87, Largest register FFs=8, Crit path required time=1.12 ns, final number of hold-violating endpoints=0, Setup crit start=count_o[6], Syn Area/Cell=9.213 um^2, vias in the first global route=270, post-DR wirelength/cell=8.543 um, number of library cell types mapped by synthesis=15, Yosys top cell by area=dfxtp_1, HPWL after DPL=578.3 um, switching share of power=20.22%, switching pwr=89.32 uW, DP Worst Slack=0.1273 ns, combinational share of power=7.6%, cells in synth_stat.txt=33, status=completed, most frequent cell after synthesis=dfxtp_1, critical path arrival=1.07 ns, Filler Cell Count=395, clock share of power=38.3%, post-route cell area=520.5 um^2, Worst Tran Pin Value=0.2961 ns, via-per-instance ratio=2.979, Die H=80 um, area grow syn2layout=71.19%, DP Area=447.9 um^2, internal power=352.4 uW, fp util=8.901%, die area=6400 um^2, HP Start=count_o[0], antenna violations before repair=0, GRT Util Overall=2.488%, share of layout cells above drive strength 1=33.33%, CP peak stage delay=0.47 ns, Post-synth regs=8, IO Count=10, WP buf/inv=1, Synth async-reset ratio=0%, critical path class=flop to output port, slowest CP cell=clkdlybuf4s50_1, maxcap violations=0, Top delay family on crit path=buffers and inverters, Static Leak=0.1743 nW, clk slew on worst S/H paths=0.05 ns, worst-path cell chain=clkdlybuf4s50_1, H-tree depth=1, Slew Viols, Final=0
[repair_timing]
action                     CTS  global route
hold buffers                 0             0
resized                      6             6
setup endpoints to repair    6             7
setup buffers                0             4
[power by group through the flow]
stage	clock [mW]	combinational (mW)	sequential, mW
after CTS	0.175	0.0305	0.244
after global routing	0.191	0.0378	0.240
final	0.169	0.0334	0.239
[worst paths after layout]
path                              endpoint  slack (ns)  depth (start not counted)
worst min-delay path            count_o[0]        0.44                          1
worst max-delay path            count_o[6]        0.05                          1
worst min register to register  count_o[0]        0.44                          1
worst max register to register  count_o[6]        0.16                          4
[per-layer routing]
| layer | share of wire (%) | vias up | global-route usage, % |
|---|---|---|---|
| met4 | 0 | 0 | 0.1761 |
| met3 | 18 | 0 | 2.727 |
| met1 | 51 | 121 | 3.230 |
| met2 | 32 | 13 | 2.729 |
| met5 | 0 | - | 0 |
| li1 | - | 146 | - |
[layout make-up]
cell class | instances | area share [%]
Clock buffer | 3 | 4.327
Inverter | 1 | 0.7212
Multi-Input combinational cell | 23 | 26.20
Sequential cell | 8 | 34.62
Tap cell | 46 | 11.06
Timing Repair Buffer | 13 | 23.08
[per-stage QoR]
stage	utilization [%]	TNS [ns]
after floorplan	-	0
after global placement	13.11	0
after detailed placement	13.11	0
after CTS	13.99	0
after global routing	15.24	-0.001156
final	15.24	0
[cells in the final DEF, fill, tap and decap left out, drive strengths merged, types with 2 or more instances in the layout]
| master | synthesis | layout |
|---|---|---|
| clkdlybuf4s50 | 0 | 9 |
| dfxtp | 8 | 8 |
| nor2 | 4 | 4 |
| buf | 0 | 4 |
| o21ai | 3 | 3 |
| or3 | 3 | 3 |
| a21oi | 3 | 3 |
| clkbuf | 1 | 3 |
| nand3 | 2 | 2 |
| xnor2 | 2 | 2 |
[cell families after synthesis]
group | Yosys count | synth area share [%]
XOR/XNOR | 3 | 8.644
AND-OR/OR-AND | 6 | 9.874
flip-flops | 8 | 52.67
adder cells (fa/ha/maj) | 1 | 4.115
AND/OR/NAND/NOR | 13 | 22.22
buffers and inverters | 2 | 2.467
Power figures rest on the tool's default switching activity, not on a simulated workload.
