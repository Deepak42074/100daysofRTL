File: design/flow/run.sh
#!/bin/bash
# OpenROAD 26Q1-2900-gdf79404cd8, Yosys 0.63+post, stock flow scripts
make -C /OpenROAD-flow-scripts/flow DESIGN_CONFIG=/design/flow/config.mk WORK_HOME=/design/flow/orfs finish
File: design/flow/config.mk
export PLATFORM = sky130hd
export DESIGN_NAME = day7
export DESIGN_NICKNAME = day7
export VERILOG_FILES = /design/flow/design.v
export SDC_FILE = /design/flow/constraint.sdc
export NUM_CORES = 4
export LEC_CHECK = 1
export CORE_AREA = 10 10 87 87
export DIE_AREA = 0 0 97 97
File: design/flow/constraint.sdc
current_design day7

set clk_period 2.6
set clk_io_pct 0.2

create_clock -name clk0 -period $clk_period

set non_clock_inputs [all_inputs -no_clocks]
set_input_delay [expr $clk_period * $clk_io_pct] -clock clk0 $non_clock_inputs
set_output_delay [expr $clk_period * $clk_io_pct] -clock clk0 [all_outputs]
File: design/flow/design.v
module day7(
  input [3:0] a_i,
  input [3:0] b_i,
  input [2:0] opcode,
  output reg [7:0] ALU_O
);
  parameter OP_ADD = 3'b000,
  			OP_SUB = 3'b001,
  			OP_AND = 3'b010,
  			OP_OR  = 3'b011,
  			OP_XOR = 3'b100,
    		OP_EQL = 3'b101,
  			OP_SL = 3'b110,
  			OP_SR = 3'b111;
  reg carry;
  always @(*)
    begin
      case(opcode)
          OP_ADD :{carry, ALU_O} = a_i + b_i;
          OP_SUB : ALU_O = a_i - b_i;
          OP_AND : ALU_O = a_i & b_i;
          OP_OR : ALU_O = a_i | b_i;
          OP_XOR : ALU_O = a_i ^ b_i;
          OP_EQL : ALU_O = (a_i== b_i);
          OP_SL : ALU_O = a_i << b_i;
          OP_SR : ALU_O = a_i >> b_i;
      endcase    
        end
endmodule
==> results.md <==
| Step | Metric | This run |
| --- | --- | --- |
| outcome | Result of the run | completed |
| finish | Area growth, synth to finish | 81.4% |
| synth | Top post-synthesis cells by count | sky130_fd_sc_hd__inv_1, sky130_fd_sc_hd__ha_1, sky130_fd_sc_hd__nand2_1, sky130_fd_sc_hd__a21oi_1 |
| drt | Per-cell routed wire length | 13.3 um |
| worst setup path | CP required | 2.08 ns |
| finish | Storage cell area | 0 sq um |
| worst setup path | Biggest fanout along the worst timing path | 3 |
| synth | Number of library cell types mapped by synthesis | 48 |
| drt | Antenna Nets Post-Route | 0 |
| finish | Layout filler cell count | 581 |
| die | Number of primary I/O pins | 19 |
| sta | Number of max-slew violations in the final report | 0 |
| worst setup path | Maximum single-stage delay on the critical path | 0.41 ns |
| finish | Clock buffer count in the final layout | 0 |
| power and ir drop | Power spent charging and discharging nets | 0.123 mW |
| sta | Max Freq | 390 MHz |
| power and ir drop | Net Sw Frac | 45.1% |
| synth | Synthesized instance count | 124 |
| sta | Slew margin rel. | 77.7% |
| worst setup path | Critical path cell sequence | buf_8 > inv_6 > ha_4 > inv_2 > fa_2 > buf_6 > xor2_1 > mux2i_1 > nand3b_1 > a32oi_1 > buf_2 |
| drt | Drt drc | 0 |
| grt | Wire length of the first global-routing pass | 5740 um |
| grt | Largest net degree at the start of global routing | 15 |
| clocking | Hold bufs inserted after CTS | 0 |
| synth | Post-synth area hogs | sky130_fd_sc_hd__ha_1, sky130_fd_sc_hd__inv_1, sky130_fd_sc_hd__mux2i_1 |
| finish | Fraction of final layout cells sized beyond drive strength 1 | 50.5% |
| sta | Worst Hold Margin | 1.50 ns |
| synth | Cell total in the yosys stat output | 124 |
| worst setup path | Category of the worst setup path launch point | input port |
| finish | Final core occ | 29.2% |
| grt | Number of global-route vias before repair | 1160 |
| place | Final HPWL DP | 2660 um |
| synth | Average cell area after synthesis | 7.33 sq um |
| die | Row Count | 27 |
| sta | Setup repair after global routing missed its margin | true |
| power and ir drop | Leakage | 0.731 nW |
| drt | Top routing layer in use | met3 |
| finish | Combined area of the multi-input logic cells | 966 sq um |
| drt | Met2 routed WL | 1590 um |
| die | Horiz. Die Dim | 97 um |
| sta | Endpoints failing setup | 0 |
| die | Core box area | 5640 sq um |
| power and ir drop | Internal power summed over all cells | 0.150 mW |
| grt | Remaining global-route overflow | 0 |
| flow run | Total tool warning count | 43 |
| drt | Final routed wirelength across all metal layers | 3370 um |
| place | PortBufs | 19 |
| synth | Post-synth seq share | 0% |
| worst setup path | Crit path buf inv count | 5 |
| drt | Number of antenna diodes | 0 |
| sta | Min Clock Period, post-route | 2.56 ns |
| drt | Router iterations before antenna repair | 4 |
| die | FP Core Util | 16.1% |
| power and ir drop | Total power per unit cell area | 166 nW/um^2 |
| synth | Synthesis area per yosys | 908 sq um |
| worst setup path | Cell with the largest stage delay on the worst path | sky130_fd_sc_hd__fa_2 |
| worst setup path | Crit-path leading delay family | adder cells |
| sta | Slew of the pin with the lowest slew margin | 0.332 ns |
| power and ir drop | Part of the power in registers | 0% |
| synth | Yosys top cell by instances | sky130_fd_sc_hd__inv_1 |
| worst setup path | Crit path arrival time | 2.04 ns |
| drt | Average vias per placed instance | 4.53 |
| synth | Top-area cell type share of the netlist area | 17.9% |
| drt | Number of DRC markers in iteration 0 | 105 |
| synth | Warning count from the yosys run | 1 |
| die | Chip area | 9410 sq um |
| grt | Overall fraction of global-route tracks in use | 6.87% |
| power and ir drop | Pwr Total | 0.273 mW |
| power and ir drop | Highest ir drop seen on vdd | 53.2 uV |
| die | Die Y | 97 um |
| power and ir drop | Part of the total power dissipated in combinational logic | 100.0% |
| place | Gpl congestion | 0.916 |
| synth | Most area-hungry cell type in the Yosys netlist | sky130_fd_sc_hd__ha_1 |
| worst hold path | Type of the tightest min-delay check | input port to output pin |
| drt | Total number of vias | 1150 |
| grt | Antenna violations before repair | 0 |
| worst setup path | Capturing element type of the critical path | output pin |
| power and ir drop | Clk network pwr share | 0% |
| drt | Sum of met3 wire segment lengths after detailed routing | 146 um |
| finish | Sequential cell count | 0 |
| sta | Crit share post-route | 98.6% |
| synth | Area of the mapped netlist | 908 sq um |
| flow run | Max-cap violations | 0 |
| sta | Final Hold Vio Count | 0 |
| drt | Length of routed wiring on met1 | 1640 um |
| worst setup path | Critical path start-end classification | input port to output pin |
tightest hold or removal path, delay by kind of cell:
family	cells	cell delay, ns
buffers and inverters	3	0.34
and+or+nand+nor	2	0.12
logic make-up (layout without fill, tap and decap cells):
family                     count (synthesis)  after routing  share of synthesized area [%]
muxes                                      7              7                           9.23
and+or+nand+nor                           42             42                           28.4
AOI/OAI and AO/OA                         35             35                           26.9
xor gates and xnor gates                   3              3                           2.89
adders and majority gates                 15             15                           22.3
buffers and inverters                     22             80                           10.3
power groups by stage:
stage / Clock (mW) / Combinational, mW / Sequential [mW]
5_1_grt: 0 / 0.297 / 0
4_1_cts: 0 / 0.263 / 0
6_report: 0 / 0.273 / 0
layout make-up:
class | count | share of cell area, %
Tap cell | 72 | 5.47
Timing Repair Buffer | 66 | 32.3
Multi-Input combinational cell | 102 | 58.6
Inverter | 14 | 3.64
stage by stage:
stage	std cells	TNS, ns	setup slack, ns	cell area (sq um)
3_3_place_gp	243	-5.87	-0.775	1420
3_5_place_dp	243	-5.84	-0.774	1420
4_1_cts	254	-0.00696	-0.00696	1630
5_1_grt	254	-0.0521	-0.0521	1650
6_report	254	0	0.0365	1650
2_1_floorplan	124	0	0.218	908
final timing paths:
check | startpoint | end | slack [ns] | depth (start not counted)
worst max-delay path | a_i[0] | ALU_O[2] | 0.04 | 11
worst min-delay path | b_i[2] | ALU_O[7] | 1.50 | 5
per-layer routing:
layer	track usage, %	vias up
li1	-	572
met1	9.99	553
met2	11.2	25
met3	0.788	0
met4	0	0
met5	0	-
timing repair:
item | CTS | global route
buffers inserted | 11 | 1
pin swaps | 15 | 10
setup endpoints to repair | 8 | 6
gates resized | 80 | 17
cell usage in the layout, fill, tap and decap left out, drive strengths merged, types with 4 or more instances in the layout:
master | synthesis | layout
buf | 3 | 56
inv | 14 | 14
ha | 13 | 13
nand2 | 8 | 8
o21ai | 8 | 8
a21oi | 6 | 6
a211oi | 6 | 6
nor2b | 5 | 5
mux2i | 5 | 5
nand3 | 4 | 4
dlygate4sd2 | 0 | 4
nor3 | 4 | 4
Power is estimated from default activity; no workload was simulated.
